`./run.sh`:
```
#!/bin/bash
# OpenROAD 26Q1-2900-gdf79404cd8, Yosys 0.63+post, stock flow scripts
make -C /OpenROAD-flow-scripts/flow DESIGN_CONFIG=/design/flow/config.mk WORK_HOME=/design/flow/orfs finish
```
`./config.mk`:
```
export PLATFORM = sky130hd
export DESIGN_NAME = gcdGCDUnit_rtl
export DESIGN_NICKNAME = gcdGCDUnit_rtl
export VERILOG_FILES = /design/flow/design.v
export SDC_FILE = /design/flow/constraint.sdc
export NUM_CORES = 4
export LEC_CHECK = 1
export CORE_UTILIZATION = 40
```
`./constraint.sdc`:
```
current_design gcdGCDUnit_rtl

set clk_period 4.9
set clk_io_pct 0.2

create_clock -name clk0 -period $clk_period [get_ports {clk}]

set non_clock_inputs [all_inputs -no_clocks]
set_input_delay [expr $clk_period * $clk_io_pct] -clock clk0 $non_clock_inputs
set_output_delay [expr $clk_period * $clk_io_pct] -clock clk0 [all_outputs]
```
`./design.v`:
```
module gcdGCDUnitCtrl
( 
	input clk, reset, operands_val, result_rdy,
	input B_zero, A_lt_B,
	output reg result_val, operands_rdy,
	output reg [1:0] A_mux_sel,
	output reg B_mux_sel, A_en, B_en
);
parameter CALC = 2'b00;
parameter IDLE = 2'b10;
parameter DONE = 2'b11;
reg [1:0] state;
reg [1:0] nextstate;
always @* begin
	nextstate = state; 
	A_en = 0;
	B_en = 0;
	result_val = 0;
	operands_rdy = 0;
	B_mux_sel = 0;
	A_mux_sel = 2'b00;
	case (state)
		IDLE : begin
			operands_rdy = 1;
			if(operands_val == 1'b1) begin
				nextstate = CALC;
				A_en = 1;
				B_en = 1;
			end else begin
				nextstate = IDLE;
			end
		end
		CALC : begin
			if(A_lt_B == 1'b1) begin
				B_mux_sel = 1;
				A_mux_sel = 2'b01;
				A_en = 1;
				B_en = 1;
				nextstate = CALC;
			end else if (B_zero == 1'b0) begin
				A_mux_sel = 2'b10;
				A_en = 1;
				nextstate = CALC;
			end else begin
				nextstate = DONE;
			end
		end
		DONE : begin
                        result_val = 1;
			if (result_rdy == 1'b1) begin
				nextstate = IDLE;
			end else begin
				nextstate = DONE;
			end
		end
	endcase
end
always @(posedge clk) begin
	if(reset)
		state <= IDLE;
	else
		state <= nextstate;
end
endmodule
module gcdGCDUnitDpath#( parameter W = 16 )
( 
	input [W-1:0] operands_bits_A,
	input [W-1:0] operands_bits_B,
	output [W-1:0] result_bits_data,
	input clk, reset,
	input B_mux_sel, A_en, B_en,
	input [1:0] A_mux_sel,
	output B_zero,
	output A_lt_B
);
reg [W-1:0] A_reg;
reg [W-1:0] B_reg;
wire [W-1:0] A_next;
wire [W-1:0] B_next;
wire [W-1:0] sub_out;
assign A_next
	= A_mux_sel == 2'b00 ? operands_bits_A
	: A_mux_sel == 2'b01 ? B_reg
	: A_mux_sel == 2'b10 ? sub_out
	: {W{1'bx}};
assign B_next
	= B_mux_sel == 1'b0 ? operands_bits_B
	: B_mux_sel == 1'b1 ? A_reg
	: {W{1'bx}};
assign sub_out = A_reg - B_reg;
assign B_zero = (B_reg == 0) ? 1'b1 : 1'b0;
assign A_lt_B = (A_reg < B_reg) ? 1'b1 : 1'b0;
assign result_bits_data = A_reg;
always @ (posedge clk or posedge reset) begin
	if(reset) begin
		A_reg <= 0;
		B_reg <= 0;
	end else begin
		if (A_en) A_reg <= A_next;
		if (B_en) B_reg <= B_next;
	end
end
endmodule
module gcdGCDUnit_rtl#( parameter W = 16 ) 
( 
  input          clk,
  input          reset,
  input  [W-1:0] operands_bits_A,
  input  [W-1:0] operands_bits_B,  
  input          operands_val,
  output         operands_rdy,
  output [W-1:0] result_bits_data,
  output         result_val,
  input          result_rdy
);
wire B_mux_sel, A_en, B_en, B_zero, A_lt_B;
wire [1:0] A_mux_sel;
gcdGCDUnitDpath#(W) GCDdpath0(
	.operands_bits_A(operands_bits_A),
	.operands_bits_B(operands_bits_B),
	.result_bits_data(result_bits_data),
	.clk(clk), 
	.reset(reset),
	.A_mux_sel(A_mux_sel[1:0]), 
	.A_en(A_en), 
	.B_en(B_en),
	.B_mux_sel(B_mux_sel),
	.B_zero(B_zero),
	.A_lt_B(A_lt_B)
);
gcdGCDUnitCtrl GCDctrl0(
	.operands_rdy(operands_rdy),
	.operands_val(operands_val), 
	.result_rdy(result_rdy),
	.result_val(result_val), 
	.clk(clk), 
	.reset(reset), 
	.B_zero(B_zero), 
	.A_lt_B(A_lt_B),
	.A_mux_sel(A_mux_sel[1:0]), 
	.A_en(A_en), 
	.B_en(B_en),
	.B_mux_sel(B_mux_sel)
);
endmodule
```
==> run_results.csv <==
group,metric,value,unit
global_route,grt_max_degree,25,
timing,hold_slack,492.8,ps
worst_setup_path,path_class,"reg -> reg",
place,placed_cell_area,3161,sq um
clock_network,insertion_delay,290,ps
pwr,p_leak,0.001447,uW
outcome,status,"finished clean",
pwr,ir_drop,400.6,uV
cells_and_area,drive_above_1_share,0.05650,
clock_network,cts-root-buf,"clkbuf_8",
worst_setup_path,worst-path-buf-inv,2,
synthesis,ys.flops,35,
synthesis,netlist_area,2575,sq um
synthesis,ys.flop_type,"dfrtp_1",
worst_setup_path,crit_path_start_kind,"flip-flop",
pwr,p_total,2477,uW
floorplan,chip_area,6763,sq um
synthesis,syn_area_per_cell,8.526,sq um
drt,vias_per_cell,5.510,
synthesis,async_flop_share,0.9143,
worst_setup_path,cp.arrival,3310,ps
hold_path,hp-class,"reg -> reg",
timing,setup_slack,1805,ps
drt,postRouteWirelength,6968,um
synthesis,yosys.area.top_type,"dfrtp_1",
cells_and_area,final_cell_area,3273,sq um
place,io_buffers,53,
timing,setup_tns,0,ps
drt,ant_nets,0,
place,dp_slack,1831,ps
worst_setup_path,critical_path.max_fanout,24,
floorplan,fp-utilization,0.4249,
synthesis,top_cell_area_share,0.3110,
run,maxCapViolCount,0,
timing,finClkSkew,12.57,ps
floorplan,core,6061,sq um
timing,tightest_slew,840.4,ps
synthesis,synth-seq-area-share,0.3343,
timing,setup_viol,0,
timing,fin_crit,3095,ps
synthesis,synth_top_cell_by_count,"nand2_1",
clock_network,cts.htree.levels,2,
cells_and_area,area_growth,27.11,%
timing,final-max-slew-violation-count,0,
clock_network,post_cts_resized,0,
drt,drc_errors,0,
clock_network,cts_buffer_depth,2,
synthesis,edf_count,0,
drt,wl_per_cell,16.24,um
synthesis,synthTopCellsByArea,"dfrtp_1 (31%), ha_1 (7.8%), mux2i_1 (7.4%)",
timing,fmax,0.3231,GHz
worst_setup_path,crit_chain,"inv_1 > ha_1 > fa_1 > nor2b_1 > o31a_1 > nand2b_4 > a2111o_1 > a21oi_4 > buf_4 > or4b_2 > a31oi_1",
cells_and_area,regArea,860.8,sq um
run,warning_count,25,
synthesis,syn_inst,302,
drt,dr.pass1.iters,4,
floorplan,die.size.y,82.24,um
clock_network,cts-buffers-inserted,5,
worst_setup_path,path_delay_family,"simple AND/OR/NAND/NOR gates",
global_route,grt_pass1_vias,2254,
pwr,power_density,756.8,nW/um^2
timing,hold_viol_final,0,
timing,rsz0062_at_grt,"false",
place,place_congestion,0.8427,
floorplan,io_pins,54,
worst_setup_path,max_stage_delay,670,ps
global_route,grt_pass1_wl,11360,um
place,hpwl,5061,um
drt,antenna_cells,0,
clock_network,cts.clk_slew.worst_paths,80,ps
synthesis,synth_cell_types,48,
cells_and_area,fill_cells,587,
synthesis,yosysWarnings,2,
floorplan,rows,28,
clock_network,cts.sinks,35,
worst_setup_path,worstPathRequired,5110,ps
worst_setup_path,crit_path_end_kind,"flip-flop",
synthesis,yosysChipArea,2575,sq um
floorplan,dieWidth,82.24,um
synthesis,common_cells,"nand2_1 (42), dfrtp_1 (32), o21ai_0 (24)",
synthesis,yosysCellCount,302,
drt,vias,2364,
drt,dr.first_iter.drc_count,81,
timing,max-slew-margin-rel,0.4397,
worst_setup_path,slowest_stage,"or4b_2",
clock_network,tritoncts,"done",
global_route,grt.total_usage,0.2323,
clock_network,postCtsSetupBuffers,0,
global_route,gr-total-overflow,0,
global_route,antenna_found_initial,0,
clock_network,holdBufCountCts,0,
timing,period_used_share,0.6317,
cells_and_area,combGateArea,1559,sq um
tightest hold or removal path, cell delays in order (launching register included):
cell      delay [ps]
dfxtp_1          330
nand2b_1          70
a21oi_1           60
cell type report:
| type | instances | share of cell area |
|---|---|---|
| clock inverter | 3 | 0.01338 |
| tap | 75 | 0.02867 |
| clock buffer | 5 | 0.02102 |
| multi-input combinational | 232 | 0.4763 |
| inverter | 21 | 0.02408 |
| sequential | 35 | 0.2630 |
| timing repair buffer | 58 | 0.1735 |
path summary, 6_finish.rpt:
kind	start	endpoint	slack, ps	depth (start not counted)
setup / recovery	GCDdpath0.A_reg[0]$_DFFE_PP0P_	GCDdpath0.A_reg[9]$_DFFE_PP0P_	1800	11
hold / removal	GCDctrl0.state[2]$_DFF_P_	GCDctrl0.state[2]$_DFF_P_	490	2
setup reg to reg	GCDdpath0.A_reg[0]$_DFFE_PP0P_	GCDdpath0.A_reg[9]$_DFFE_PP0P_	1800	11
hold reg to reg	GCDctrl0.state[2]$_DFF_P_	GCDctrl0.state[2]$_DFF_P_	490	2
max in group asynchronous	reset	GCDdpath0.A_reg[8]$_DFFE_PP0P_	2970	3
min in group asynchronous	reset	GCDdpath0.B_reg[15]$_DFFE_PP0P_	1220	2
cell families after synthesis:
family / share of synthesized area
AND-OR/OR-AND: 0.2371
AND/OR/NAND/NOR: 0.1633
buffers and inverters: 0.06317
flip-flops: 0.3343
multiplexers: 0.08260
adder cells (fa/ha/maj): 0.08552
XOR/XNOR: 0.03402
routing by layer:
metal	track usage	routed length, um	up-vias
met5	0	0	-
li1	-	-	1196
met1	0.3519	3301	1093
met4	0.01228	10	0
met2	0.3868	3239	73
met3	0.02230	416	2
cell usage in the layout (no fill, tap or decap), types with 11 or more instances in the layout:
cell,synthesis,routed
inv_1,21,21
o21ai_1,11,11
nor2_1,11,11
nand2_1,42,42
dfrtp_1,32,32
mux2i_1,19,19
a21oi_1,22,22
ha_1,16,16
clkdlybuf4s50_1,0,53
o21ai_0,24,24
power breakdown:
part	leakage [uW]	internal [uW]	total, uW	switching, uW
combinational	0.000979	786	1610	825
clock	0.0000581	152	267	115
sequential	0.000410	432	598	167
total	0.00145	1370	2480	1110
per-stage QoR:
step | util | std cells
finish | 0.5401 | 429
CTS | 0.5401 | 429
floorplan | - | 302
global route | 0.5401 | 429
global placement | 0.5215 | 421
detailed placement | 0.5215 | 421
Power and IR drop assume default switching activity.
